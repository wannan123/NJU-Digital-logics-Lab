## /design/flow/design.v

```verilog
module bcd7seg(
  input  [3:0] b,
  output reg [7:0] seg
);
wire [7:0] segs [7:0];
assign segs[0] = 8'b11111101;
assign segs[1] = 8'b01100000;
assign segs[2] = 8'b11011010;
assign segs[3] = 8'b11110010;
assign segs[4] = 8'b01100110;
assign segs[5] = 8'b10110110;
assign segs[6] = 8'b10111110;
assign segs[7] = 8'b11100000;
wire en = b[3];
always@(b or en)
    if(en) begin
        casez(b[2:0])
            3'b000: 	seg = 8'b00000010;
            3'b001:	seg = 8'b10011111;
            3'b010:	seg = 8'b00100101;
            3'b011:	seg = 8'b00001101;
            3'b100:	seg = 8'b10011001;
            3'b101:	seg = 8'b01001001;
            3'b110:	seg = 8'b01000001;
            3'b111: 	seg = 8'b00011111;
                default: seg = 8'b00000011;
        endcase
    end
    else seg = 8'b00000010;
endmodule
module encode83 (
    input [8:0] sw,
    output reg [7:0] ledr,
    output reg [3:0]  pos,
    output [7:0] seg0);
    always@(sw)
        if(sw[8]) begin
            casez(sw[7:0])
             	8'b0000_0001: begin pos = 4'b1000; ledr = sw[7:0]; end 
             	8'b0000_001z: begin pos = 4'b1001; ledr = 8'b00000010; end
                8'b0000_01zz: begin pos = 4'b1010; ledr = 8'b00000100; end
              	8'b0000_1zzz: begin pos = 4'b1011; ledr = 8'b00001000; end
             	8'b0001_zzzz: begin pos = 4'b1100; ledr = 8'b00010000; end
             	8'b001z_zzzz: begin pos = 4'b1101; ledr = 8'b00100000; end
             	8'b01zz_zzzz: begin pos = 4'b1110; ledr = 8'b01000000; end
             	8'b1zzz_zzzz: begin pos = 4'b1111; ledr = 8'b10000000; end
                default: begin pos = 4'b1000;ledr = 8'b00000000; end
            endcase
        end
        else begin pos = 4'b1000 ; ledr = 8'b00000000; end
    bcd7seg seg(pos,seg0);
endmodule
```

## /design/flow/config.mk

```make
export PLATFORM = sky130hd
export DESIGN_NAME = encode83
export DESIGN_NICKNAME = encode83
export VERILOG_FILES = /design/flow/design.v
export SDC_FILE = /design/flow/constraint.sdc
export NUM_CORES = 4
export LEC_CHECK = 1
export CORE_AREA = 10 10 70 70
export DIE_AREA = 0 0 80 80
```

## /design/flow/constraint.sdc

```tcl
current_design encode83

set clk_period 2.8
set clk_io_pct 0.2

create_clock -name clk0 -period $clk_period

set non_clock_inputs [all_inputs -no_clocks]
set_input_delay [expr $clk_period * $clk_io_pct] -clock clk0 $non_clock_inputs
set_output_delay [expr $clk_period * $clk_io_pct] -clock clk0 [all_outputs]
```

## /design/flow/run.sh

```bash
#!/bin/bash
# OpenROAD 26Q1-2900-gdf79404cd8, Yosys 0.63+post, stock flow scripts
make -C /OpenROAD-flow-scripts/flow DESIGN_CONFIG=/design/flow/config.mk WORK_HOME=/design/flow/orfs finish
```

==> notes.md <==
fresh numbers from the pnr run: row cnt 21, hold slack final 1.47 ns, number of buffer cells added on primary ports 28, full die area 0.00640 mm2, fin. max-slew vios 0, HPWL Detailed 1390 um, Worst Hold Class in -> out, Storage cell area 0 um2, number of diodes added for antenna fixing 0, pin count of the biggest net entering global routing 12, worst-case vdd ir drop 0.0319 mV, unrepaired setup endpoints after global routing yes, CP Data Required Time 2.24 ns, Critical Path AT 2.51 ns, CP dominant cell by count sky130_fd_sc_hd__buf_6, placed cell count 135, count of distinct cell types in the synthesized netlist 29, status finished, violations left, number of instances in the synthesized netlist 46, vias per std cell 3.81, Die Span Y 80 um, stage-log warning count 38, layout overhead on the synthesized area 178%, share of the yosys chip area belonging to registers 0%, CP endpoint kind output pin, number of global-route vias before repair 559, cell with the largest stage delay on the worst path sky130_fd_sc_hd__or4_4, hold_buf cts 0, top-area cell type share of the netlist area 19.0%, total of clock buffers placed in the layout 0, Final Hold Fails 0, sort of element at the start of the critical path input port, classification of the worst setup path in -> out, mapped cell area 329 um2, sequential cell count 0, peak fanout along the critical path 2, grt ovf 0, failing checks setup timing, post-layout period usage of the worst path 110%, Layout Cells excl Fill 142, routed len/inst 12.1 um, overall via count from detail_route 541, first-pass GRT wire length 2830 um, origin of the worst min-delay path sw[8], filler instances 370, Antenna Violating Nets Remaining 0, Max stage delay on crit path 0.53 ns, Synth area leaders sky130_fd_sc_hd__ha_1 19%, sky130_fd_sc_hd__and2_1 7.6%, sky130_fd_sc_hd__nor2b_1 5.7%, antenna violations before repair 0, number of iterations in the first detailed-routing pass 3, Core Footprint 0.00342 mm2, # Cells Yosys 46, number of maximum-capacitance violations 0, Total Routed Length 1720 um, cell area reported after detailed placement 790 um2, fraction of layout cells with a size suffix above 1 56.3%, Placer Congestion 0.764, power density cells 136 mW/mm2, post-route minimum period 3.07 ns, I/O pin total 29, maximum clock frequency 326 MHz, syn_area_per_cell 7.15 um2, total of endpoints with negative setup slack in the final report 8, Floorplan Utilization 9.63%, biggest area consumer among synthesized cells sky130_fd_sc_hd__ha_1, residual DRC count 0, aggregate global-route resource usage 5.29%, crit path launch sw[7], count of synthesis-stage warnings from yosys 2, final worst slack -0.269 ns, sequence of cells on the critical path buf_6 > or4_4 > or4_4 > o2111a_1 > buf_6 > ha_4 > mux2_4 > buf_6, YS chip area 329 um2, static power due to leakage 0.393 nW, number of violations reported at the end of detailed-routing iteration 0 14, Final Cell Area 916 um2, die width 80 um
-- Yosys cell counts, drive strengths merged, types with 2 or more instances --
| cell type | n |
|---|---|
| nand2 | 2 |
| nor2 | 4 |
| and3 | 2 |
| buf | 2 |
| nor2b | 3 |
| and2 | 4 |
| inv | 2 |
| clkbuf | 2 |
| or4 | 2 |
| o21ai | 2 |
| ha | 5 |
-- per-stage QoR --
stage / setup TNS [ns] / total power [mW] / utilization [%] / setup WS [ns]
6_report: -1.22 / 0.124 / 26.8 / -0.269
3_5_place_dp: -7.47 / 0.103 / 23.1 / -0.859
3_3_place_gp: -7.45 / 0.103 / 23.1 / -0.836
5_1_grt: -1.75 / 0.137 / 26.8 / -0.305
2_1_floorplan: 0 / 0.0272 / - / 0.00231
4_1_cts: -1.18 / 0.120 / 26.2 / -0.255
-- worst paths after layout --
check	end	cells past startpoint
worst min-delay path	seg0[1]	3
worst max-delay path	seg0[7]	8
-- kinds of logic (layout without fill, tap and decap cells) --
family / Yosys count / after routing / share of synthesized area (%)
and+or+nand+nor: 23 / 23 / 44.5
muxes: 1 / 1 / 3.42
adders and majority gates: 5 / 5 / 19.0
other: 1 / 1 / 1.14
AOI/OAI and AO/OA: 10 / 10 / 23.6
buffers and inverters: 6 / 56 / 8.37
-- power breakdown --
part	internal (mW)	total (mW)	switching (mW)
Sequential	0	0	0
Combinational	0.0784	0.124	0.0457
Clock	0	0	0
-- final cells by class --
class	count	area, um2	share of cell area [%]
Multi-Input combinational cell	40	395	43.2
Timing Repair Buffer	54	455	49.7
Inverter	2	7.51	0.820
Tap cell	46	57.6	6.28
-- layout by cell type, fill, tap and decap left out, types with 2 or more instances in the layout --
cell / n
sky130_fd_sc_hd__buf_4: 22
sky130_fd_sc_hd__clkdlybuf4s50_1: 13
sky130_fd_sc_hd__buf_6: 9
sky130_fd_sc_hd__buf_2: 7
sky130_fd_sc_hd__ha_4: 4
sky130_fd_sc_hd__nor2b_1: 3
sky130_fd_sc_hd__and2_1: 3
sky130_fd_sc_hd__or4_4: 2
sky130_fd_sc_hd__inv_1: 2
sky130_fd_sc_hd__nor2_1: 2
sky130_fd_sc_hd__nand2_1: 2
-- layer usage --
metal	vias to the layer above	routed length (um)	global-route usage [%]	part of all wire (%)
li1	271	-	-	-
met1	256	713	6.59	41
met2	14	857	9.07	50
met3	0	151	1.82	8.8
met4	0	0	0	0
met5	-	0	0	0
-- critical path: cells and delay by family --
| family | cells | cell delay (ns) |
|---|---|---|
| AND-OR/OR-AND | 1 | 0.17 |
| AND/OR/NAND/NOR | 2 | 1.03 |
| multiplexers | 1 | 0.26 |
| buffers and inverters | 3 | 0.33 |
| adder cells (fa/ha/maj) | 1 | 0.15 |
-- repair_timing --
action	4_1_cts	5_1_grt
setup buffers	8	2
resized	70	5
setup endpoints to repair	15	15
pin swaps	11	2
Power is estimated from default activity; no workload was simulated.
