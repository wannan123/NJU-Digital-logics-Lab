==> ./design.v <==
module lfsr (
    input sw,
    output reg [7:0] ledr = 8'b00000001,
    output [7:0] seg0,
    output [7:0] seg1);
reg shift;   
always @ (posedge sw) begin
    shift = ledr[4] ^ ledr[3] ^ ledr[2] ^ ledr[0];
    ledr <= {shift,ledr[7:1]};
end    
segs seg(ledr, seg0, seg1);
endmodule
module segs (
    input reg [7:0] ledr,
    output [7:0] seg0,
    output [7:0] seg1);
always @ (ledr[3:0]) begin
	case(ledr[3:0])
		4'b0000: seg0 = 8'b00000010;
		4'b0001: seg0 = 8'b10011111;
		4'b0010: seg0 = 8'b00100101;
		4'b0011: seg0 = 8'b00001101;
		4'b0100: seg0 = 8'b10011001;
		4'b0101: seg0 = 8'b01001001;
		4'b0110: seg0 = 8'b01000001;
		4'b0111: seg0 = 8'b00011111;
		4'b1000: seg0 = 8'b00000001;
		4'b1001: seg0 = 8'b00011001;
		4'b1010: seg0 = 8'b00010001;
		4'b1011: seg0 = 8'b11000001;
		4'b1100: seg0 = 8'b01100011;
		4'b1101: seg0 = 8'b10000101;
		4'b1110: seg0 = 8'b01100001;
		4'b1111: seg0 = 8'b01110001;
		default seg0 = 8'b00000010;
	endcase
end
always @ (ledr[7:4]) begin
	case(ledr[7:4])
		4'b0000: seg1 = 8'b00000010;
		4'b0001: seg1 = 8'b10011111;
		4'b0010: seg1 = 8'b00100101;
		4'b0011: seg1 = 8'b00001101;
		4'b0100: seg1 = 8'b10011001;
		4'b0101: seg1 = 8'b01001001;
		4'b0110: seg1 = 8'b01000001;
		4'b0111: seg1 = 8'b00011111;
		4'b1000: seg1 = 8'b00000001;
		4'b1001: seg1 = 8'b00011001;
		4'b1010: seg1 = 8'b00010001;
		4'b1011: seg1 = 8'b11000001;
		4'b1100: seg1 = 8'b01100011;
		4'b1101: seg1 = 8'b10000101;
		4'b1110: seg1 = 8'b01100001;
		4'b1111: seg1 = 8'b01110001;
		default seg1 = 8'b00000010;
	endcase
end
endmodule
==> ./run.sh <==
#!/bin/bash
# OpenROAD 26Q1-2900-gdf79404cd8, Yosys 0.63+post, stock flow scripts
make -C /OpenROAD-flow-scripts/flow DESIGN_CONFIG=/design/flow/config.mk WORK_HOME=/design/flow/orfs finish
==> ./config.mk <==
export PLATFORM = sky130hd
export DESIGN_NAME = lfsr
export DESIGN_NICKNAME = lfsr
export VERILOG_FILES = /design/flow/design.v
export SDC_FILE = /design/flow/constraint.sdc
export NUM_CORES = 4
export LEC_CHECK = 1
export CORE_AREA = 10 10 81 81
export DIE_AREA = 0 0 91 91
==> ./constraint.sdc <==
current_design lfsr

set clk_period 2.3
set clk_io_pct 0.2

create_clock -name clk0 -period $clk_period [get_ports {sw}]

set non_clock_inputs [all_inputs -no_clocks]
set_input_delay [expr $clk_period * $clk_io_pct] -clock clk0 $non_clock_inputs
set_output_delay [expr $clk_period * $clk_io_pct] -clock clk0 [all_outputs]
==> flow_metrics.env <==
# physical design summary
export IMPL_max_vdd_ir_drop_mv=0.214
export IMPL_worst_endpoint_required_ns=1.84
export IMPL_fp_dieW_um=91
export IMPL_dp_hpwl_um=1530
export IMPL_hold_buffers=0
export IMPL_logic_area_um2=551
export IMPL_vias_in_the_first_global_route=647
export IMPL_timing_critical_path_arrival_ns=1.77
export IMPL_power_per_cell_area_nw_per_um2=248
export IMPL_floorplan_io_pins=25
export IMPL_drt_pre_antenna_iters=3
export IMPL_core_rowCount=25
export IMPL_n_fill_cell=529
export IMPL_sequential_cell_area_um2=173
export IMPL_die_height_um=91
export IMPL_cts_htree_levels=1
export IMPL_critPathKind="reg -> out"
export IMPL_timing_max_cap_violations=0
export IMPL_path_clk_slew_ns=0.04
export IMPL_finalClockPeriodUsage_pct=96.8
export IMPL_synthTopCellsByArea="dfxtp_1, ha_1, nor2_1"
export IMPL_dr_first_iter_drc_count=18
export IMPL_ys_cells=88
export IMPL_whs_ns=0.425
export IMPL_report_power_total_uw=295
export IMPL_timing_max_slew_rel_slack_pct=79.4
export IMPL_critical_path_max_fanout=3
export IMPL_hp_class="reg -> reg"
export IMPL_mean_number_of_vias_per_cell=3.73
export IMPL_grt_remaining_overflow=0
export IMPL_fin_worst_skew_ns=0.000652
export IMPL_grt_antenna_before_repair=0
export IMPL_yosys_warnings=36
export IMPL_worst_slew_pin_transition_ns=0.309
export IMPL_worstHoldStart="ledr[1]"
export IMPL_setup_worst_path_end_class="primary output"
export IMPL_largest_reg_flops=8
export IMPL_synth_chip_area_um2=711
export IMPL_static_leakage_power_uw=0.000466
export IMPL_yosysSeqAreaShare_pct=22.5
export IMPL_drive_gt1_share_pct=25.0
export IMPL_timing_final_crit_period_ns=2.23
export IMPL_status="complete, no violations"
export IMPL_final_hold_violation_count=0
export IMPL_registers_top_by_ff_count="ledr"
export IMPL_grt_first_pass_wirelength_um=3350
export IMPL_clock_latency_ns=0.22
export IMPL_final_instance_count_excl_fill=187
export IMPL_dp_cells=180
export IMPL_startpoint="ledr[4]"
export IMPL_worst_setup_path_start_kind="register"
export IMPL_fmaxAchievable_ghz=0.449
export IMPL_biggestRegsByFlops="ledr x8"
export IMPL_synth_cell_area_um2=711
export IMPL_setup_viol=0
export IMPL_clk_path_buf_depth=2
export IMPL_reg2reg_setup_slack_ns=1.35
export IMPL_routabilityCongestion=0.823
export IMPL_clock_sink_count=8
export IMPL_finish_utilization_pct=24.8
export IMPL_n_antenna_cell=0
export IMPL_warning_count=36
export IMPL_starting_utilization_of_the_core_area_pct=14.8
export IMPL_chip_area_um2=8280
export IMPL_largest_net_degree_at_the_start_of_global_routing=15
export IMPL_syn_inst=88
export IMPL_route_antenna_remaining_nets=0
export IMPL_cts_buffers=3
export IMPL_post_synth_top_area_cell="dfxtp_1"
export IMPL_avgSynthCellArea_um2=8.08
export IMPL_yosys_register_bits=8
export IMPL_routed_via_count=698
export IMPL_routed_wirelength_um=1980
export IMPL_area_growth_pct=67.8
export IMPL_port_buffer_count=24
export IMPL_final_max_slew_viol_count=0
export IMPL_core_area_um2=4820
export IMPL_tritoncts_clock_tree="done"
export IMPL_drc=0
export IMPL_synth_cell_type_count=25
export IMPL_clk_root_buffer_cell="clkbuf_8"
export IMPL_synth_top_area_share_pct=22.5
export IMPL_groute_usage_overall_pct=4.64
export IMPL_drt_wirelength_per_cell_um=10.6
export IMPL_crit_reg2reg_launch="ledr[2]"
-- critical path: stages, from the launching register on --
cell and delay [ns]:
dfxtp_2 0.35, inv_1 0.08, ha_1 0.34, o32ai_2 0.26, clkdlybuf4s50_1 0.51
-- path summary, 6_finish.rpt --
path / to / cells after the start
worst max-delay path: seg1[4] / 4
worst min-delay path: ledr[0] / 0
worst max register to register: ledr[7] / 3
worst min register to register: ledr[0] / 0
-- layer usage --
| metal | routed length (µm) | global-route usage [%] |
|---|---|---|
| met1 | 974 | 6.34 |
| met2 | 790 | 6.56 |
| met3 | 203 | 2.49 |
| met4 | 7 | 0.392 |
| met5 | 0 | 0 |
-- where the power goes --
part           internal [µW]  total (µW)  switching, µW  leakage, µW
sequential               137         137              0    0.0000681
clock                    113         158           45.8    0.0000216
combinational              0    0.000376              0     0.000376
-- cell usage in the layout (no fill, tap or decap) --
cell / instances
clkdlybuf4s50_1: 21
nor2_1: 12
buf_4: 10
ha_1: 8
o21ai_0: 7
nand2_1: 7
a21oi_1: 5
inv_1: 4
dfxtp_2: 4
a22o_1: 3
nand3_1: 3
ha_4: 3
clkbuf_8: 3
a21boi_0: 2
o32ai_2: 2
mux2_2: 2
mux2i_1: 2
or3b_1: 2
o31ai_1: 2
xnor2_1: 2
dfxtp_4: 2
dfxtp_1: 2
dlymetal6s2s_1: 2
nor2b_4: 1
inv_4: 1
inv_2: 1
o21ai_1: 1
o211ai_1: 1
nor2b_1: 1
o22ai_1: 1
xor2_1: 1
ha_2: 1
dlygate4sd2_1: 1
-- through the flow --
step                setup TNS, ns  instance area, µm²  setup slack (ns)
global route            -0.000913                1190         -0.000913
CTS                       -0.0118                1130           -0.0118
finish                          0                1190            0.0740
detailed placement              0                1050            0.0974
floorplan                       0                 711             0.707
global placement                0                1050            0.0849
-- synth_stat cells --
cell type / instances
ha_1: 12
mux2_2: 2
o32ai_1: 2
or3b_1: 2
a21boi_0: 2
nor2b_4: 1
a22o_1: 3
a21oi_1: 5
nor2b_1: 1
nor2_1: 12
o211ai_1: 1
o22ai_1: 1
xnor2_1: 2
buf_2: 2
dfxtp_1: 8
clkbuf_1: 1
buf_6: 1
o21ai_0: 8
nand3_1: 3
inv_1: 6
nand2_1: 7
o31ai_1: 2
buf_4: 1
xor2_1: 1
mux2i_1: 2
-- timing repair --
| action | CTS | global route |
|---|---|---|
| setup endpoints to repair | 4 | 7 |
| cloned | 0 | 0 |
| buffers inserted | 0 | 4 |
| pin swaps | 0 | 1 |
| hold endpoints to repair | 0 | 0 |
| resized | 13 | 11 |
-- final cells by class --
| cell class | instances | area share [%] |
|---|---|---|
| Sequential cell | 8 | 14.5 |
| Tap cell | 67 | 7.03 |
| Multi-Input combinational cell | 69 | 46.2 |
| Clock buffer | 3 | 3.46 |
| Timing Repair Buffer | 34 | 26.8 |
| Inverter | 6 | 2.10 |
-- cell families after synthesis --
kind of cell	count (synthesis)	synth area share, %
multiplexers	4	5.99
AND-OR/OR-AND	24	21.5
XOR/XNOR	3	3.70
buffers and inverters	11	7.75
adder cells (fa/ha/maj)	12	21.1
AND/OR/NAND/NOR	26	17.4
flip-flops	8	22.5
No activity file was given, so power comes from the tool's default toggle rates.
